[./run.sh]
#!/bin/bash
# OpenROAD 26Q1-2900-gdf79404cd8, Yosys 0.63+post, stock flow scripts
make -C /OpenROAD-flow-scripts/flow DESIGN_CONFIG=/design/flow/config.mk WORK_HOME=/design/flow/orfs finish
[./constraint.sdc]
current_design hex_to_7seg

set clk_period 1.3
set clk_io_pct 0.2

create_clock -name clk0 -period $clk_period

set non_clock_inputs [all_inputs -no_clocks]
set_input_delay [expr $clk_period * $clk_io_pct] -clock clk0 $non_clock_inputs
set_output_delay [expr $clk_period * $clk_io_pct] -clock clk0 [all_outputs]
[./design.v]
module hex_to_7seg(input [3:0] in_byte, output[6:0] display);
    bit A, B, C, D;
    reg [6:0] display_val = 7'b1111111;
    assign D = in_byte[0];
    assign C = in_byte[1];
    assign B = in_byte[2];
    assign A = in_byte[3];
    always_comb begin
        display_val[0] = (
              !A & !B & !C & D
            | !A & B & !C & !D
            | A & !B & C & D
            | A & B & !C & D
        );
        display_val[1] = (
              B & C & !D
            | A & C & D
            | A & B & !D
            | !A & B & !C & D
        );
        display_val[2] = (
              A & B & !D
            | A & B & C
            | !A & !B & C & !D
        );
        display_val[3] = (
              !B & !C & D
            | B & C & D
            | !A & B & !C & !D
            | A & !B & C & !D
        );
        display_val[4] = (
              !A & D
            | !B & !C & D
            | !A & B & !C
        );
        display_val[5] = (
              !A & !B & D
            | !A & !B & C
            | !A & C & D
            | A & B & !C & D
        );
        display_val[6] = (
              !A & !B & !C
            | !A & B & C & D
            | A & B & !C & !D
        );
    end
    assign display = display_val;
endmodule: hex_to_7seg
[./config.mk]
export PLATFORM = sky130hd
export DESIGN_NAME = hex_to_7seg
export DESIGN_NICKNAME = hex_to_7seg
export VERILOG_FILES = /design/flow/design.v
export SDC_FILE = /design/flow/constraint.sdc
export NUM_CORES = 4
export LEC_CHECK = 1
export CORE_AREA = 10 10 70 70
export DIE_AREA = 0 0 80 80
==> flow_summary.yaml <==
# implementation run metrics
route:
  vias: 322
  post-route-drc-count: 0
  wirelength_um: 879
  wl_per_cell_um: 8.703
  diodes: 0
  viasPerCell: 3.188
  drt-initial-drc-count: 21
  antenna_left: 0
  drtPass1Iterations: 2
global_routing:
  grtUsageMet1_pct: 3.633
  antenna_found_initial: 0
  grt_pass1_wl_mm: 1.538
  grt.total_usage_pct: 2.773
  met2_usage_pct: 4.334
  grt_util_met3_pct: 1.250
  grt_pass1_vias: 333
  grt_most_used_layer: "met2"
  overflow: 0
  grt_max_degree: 9
placement:
  gp_congestion: 0.7156
  hpwl_um: 635.7
  io_buffers: 11
  placed_cells: 95
logic_synthesis:
  syn_inst: 34
  yosys.cell_types.count: 21
  ys_cells: 34
  synth_area_um2: 235.2
  synth.avg_cell_area_um2: 6.918
  yosysSeqAreaShare_pct: 0
  yosys_area_um2: 235.2
  yosysWarningCount: 1
floorplan:
  die_x_um: 80
  chipArea_mm2: 0.006400
  ios: 11
  die_h_um: 80
  fp-utilization_pct: 6.886
  rows: 21
  core_mm2: 0.003416
cells_and_area:
  drive_above_1_share_pct: 60.00
  comb_area_um2: 221.5
  layout.cells.non_filler: 101
  final-seq-area_um2: 0
  flop-count: 0
  fill_cells: 386
  areaGrowthSynthToFinish_pct: 108.0
  clkbuf_count: 0
  final_util_pct: 14.32
timing:
  fmax_mhz: 793.4
  fin_crit_ns: 1.260
  slew_headroom_pct: 89.85
  hold_ws_ns: 0.9069
  setup_viol: 0
  tightest_slew_ns: 0.1520
  fin_crit_sh_pct: 96.95
  slew_viol_final: 0
  rsz0062_at_grt: "true"
  hold_violations: 0
power_and_ir_drop:
  p_leak_nw: 0.2042
  peakVddDrop_v: 0.00004905
  powerDensity_mw_per_mm2: 293.3
worst_setup_path:
  worstPathArrival_ns: 1.00
  crit_fanout: 6
  critPathRequiredTime_ns: 1.04
  crit_path_end_kind: "output port"
  crit_path_start_kind: "primary input"
  crit_type: "in2out"
flow_run:
  warnings: 33
  drv_cap: 0
status:
  outcome: "complete, no violations"
worst_hold_path:
  hp-class: "in2out"
clock_tree:
  cts_hold_buffers: 0
==> logic make-up after synthesis <==
| kind of cell | share of synthesized area, % |
|---|---|
| simple gates | 43.09 |
| compound gates | 31.91 |
| buf+inv | 18.08 |
| xor+xnor | 6.917 |
==> per-layer routing <==
layer,wire length [um],vias up
li1,-,168
met1,393,147
met2,374,7
met3,112,0
met4,0,0
met5,0,-
==> final cells by class <==
type                            instances  area share [%]
Timing Repair Buffer                   25           42.20
Inverter                                1          0.7673
Tap cell                               46           11.76
Multi-Input combinational cell         29           45.27
==> synthesized netlist by cell type <==
| cell type | count | area share (%) |
|---|---|---|
| nor2_1 | 2 | 3.2 |
| buf_6 | 3 | 14 |
| and2b_4 | 1 | 4.3 |
| nor2b_2 | 1 | 3.7 |
| or2b_1 | 1 | 3.2 |
| xor2_2 | 1 | 6.9 |
| inv_1 | 1 | 1.6 |
| o21ai_0 | 1 | 2.1 |
| nand4b_1 | 1 | 3.7 |
| nand2_1 | 1 | 1.6 |
| a21oi_1 | 5 | 11 |
| nor3b_1 | 1 | 3.2 |
| o21ai_1 | 3 | 6.4 |
| a22o_1 | 1 | 3.7 |
| and2_0 | 1 | 2.7 |
| nand4_1 | 1 | 2.7 |
| o2bb2ai_1 | 1 | 3.7 |
| nand3_1 | 4 | 8.5 |
| a211oi_2 | 1 | 5.3 |
| buf_2 | 1 | 2.1 |
| nand3b_1 | 2 | 6.4 |
==> through the flow <==
stage,area (um2),power [mW],setup WS (ns),TNS [ns]
2_1_floorplan,235.2,0.05963,0.3039,0
3_3_place_gp,424.2,0.1301,-0.7772,-5.283
6_report,489.2,0.1435,0.03964,0
3_5_place_dp,424.2,0.1296,-0.7811,-5.287
5_1_grt,489.2,0.1595,-0.02548,-0.02548
4_1_cts,474.2,0.1406,0.002004,0
==> power breakdown <==
part           internal [mW]  switching [mW]  total, mW  leakage, nW
clock network              0               0          0            0
registers                  0               0          0            0
logic                 0.0850          0.0585      0.143        0.204
total                 0.0850          0.0585      0.143        0.204
==> layout by cell type, fill, tap and decap left out <==
| master | n |
|---|---|
| nor3b_2 | 1 |
| o21ai_1 | 4 |
| and2_0 | 1 |
| nand3_1 | 3 |
| nand2_1 | 1 |
| buf_8 | 1 |
| nand3_2 | 1 |
| o2bb2ai_1 | 1 |
| and2b_4 | 1 |
| a21oi_1 | 4 |
| clkdlybuf4s15_1 | 1 |
| nor2_2 | 1 |
| or2b_1 | 1 |
| a22o_1 | 1 |
| a211oi_2 | 1 |
| nand4b_1 | 1 |
| nor2_4 | 1 |
| nand3b_1 | 2 |
| nand4_1 | 1 |
| buf_6 | 7 |
| buf_2 | 7 |
| a21oi_2 | 1 |
| nor2b_4 | 1 |
| buf_4 | 9 |
| inv_1 | 1 |
| xor2_2 | 1 |
==> critical path, cell delays in order <==
cell             delay [ns]
buf_4                  0.13
buf_6                  0.13
and2_0                 0.12
o21ai_1                0.11
nand3_1                0.07
clkdlybuf4s15_1        0.18
==> worst paths after layout <==
kind,slack [ns],end,cells past startpoint,start
hold / removal,0.91,display[6],4,in_byte[0]
setup / recovery,0.04,display[1],6,in_byte[3]
==> repair_timing <==
action,4_1_cts,5_1_grt
setup endpoints to repair,7,5
resized,53,4
pin swaps,10,8
gates cloned,0,0
setup buffers,6,0
Power figures rest on the tool's default switching activity, not on a simulated workload.
