==> design.v <==
module modulation (
    input clk,
    input rst,
    input mod_set,
    input mod_enable,
    input [15:0] mod_half_period,
    output mod_out
);
localparam COUNTER_WIDTH = 2;
logic [15:0] sync_counter;
logic [COUNTER_WIDTH-1:0] local_counter;  
logic state;
logic mod;
logic [15:0] mod_half_period_saved;
logic [15:0] mod_half_period_saved_next;
logic mod_enable_saved;
logic mod_enable_saved_next;
assign mod_out = !mod_enable_saved | mod;
always_comb begin
    if (mod_set) begin
        mod_half_period_saved_next = mod_half_period;
        mod_enable_saved_next = mod_enable;
    end
    else begin
        mod_half_period_saved_next = mod_half_period_saved;
        mod_enable_saved_next = mod_enable_saved;
    end
end
always_ff @(posedge clk) begin
    if (rst) begin
        local_counter <= 'b0;
    end
    else begin
        local_counter <= local_counter + 'b1;
    end
end
always_ff @(posedge clk) begin
    if (rst) begin
        mod_half_period_saved <= 'b0;
        mod_enable_saved <= 'b0;
    end
    else begin
        mod_half_period_saved <= mod_half_period_saved_next;
        mod_enable_saved <= mod_enable_saved_next;
    end
end
always_ff @(posedge clk) begin
    if (rst) begin
        mod <= 'b1;
        state <= 'b0;
        sync_counter <= 'b0;
    end
    else if (mod_half_period_saved == 'b0) begin  
        mod <= 'b0;
    end
    else begin
        case (state)
            'b0: begin
                if (local_counter[COUNTER_WIDTH-1]) begin
                    state <= 'b1;
                    if (sync_counter +'b1 < mod_half_period_saved) begin
                        sync_counter <= sync_counter + 'b1;
                    end
                    else begin
                        sync_counter <= 'b0;
                        mod <= !mod;
                    end
                end
            end
            'b1: begin
                if (!local_counter[COUNTER_WIDTH-1]) begin
                    state <= 'b0;
                end
            end
        endcase
    end
end
endmodule: modulation
==> run.sh <==
#!/bin/bash
# OpenROAD 26Q1-2900-gdf79404cd8, Yosys 0.63+post, stock flow scripts
make -C /OpenROAD-flow-scripts/flow DESIGN_CONFIG=/design/flow/config.mk WORK_HOME=/design/flow/orfs finish
==> config.mk <==
export PLATFORM = sky130hd
export DESIGN_NAME = modulation
export DESIGN_NICKNAME = modulation
export VERILOG_FILES = /design/flow/design.v
export SDC_FILE = /design/flow/constraint.sdc
export NUM_CORES = 4
export LEC_CHECK = 1
export CORE_UTILIZATION = 30
==> constraint.sdc <==
current_design modulation

set clk_period 5.3
set clk_io_pct 0.2

create_clock -name clk0 -period $clk_period [get_ports {clk}]

set non_clock_inputs [all_inputs -no_clocks]
set_input_delay [expr $clk_period * $clk_io_pct] -clock clk0 $non_clock_inputs
set_output_delay [expr $clk_period * $clk_io_pct] -clock clk0 [all_outputs]
==> results_dict.tcl <==
# metrics dict for downstream scripts
set metrics [dict create \
    antenna_found_initial 0 \
    cts_setup_buffers 0 \
    vdd_drop_max_uv 99.8 \
    drt_first_pass_iters 6 \
    async_flop_share 0 \
    critPathKind "reg -> reg" \
    grt-ovfl-total 0 \
    finClkSkew_ns 0.00799 \
    finalNonFillerCells 374 \
    ys_seq_share 0.330 \
    route.vias.total 1757 \
    end_kind "flip-flop" \
    drt-total-wl_um 4460 \
    holdPathStages 1 \
    fillers 736 \
    ys.flops 37 \
    timing.rr.end "sync_counter[11]" \
    cp_slowest_cell "nor3_4" \
    r2r_cells 12 \
    ys_cells 259 \
    layout_top_cells "40 x nor2_1, 37 x dfxtp_1, 24 x nand2_1" \
    avgViaCountPerCell 4.70 \
    p_per_area_nw_per_um2 231 \
    post-place-ws_ns 1.86 \
    synth_top_flop_cell "dfxtp_1" \
    core_um2 7250 \
    edf_count 0 \
    cts_buffer_depth 2 \
    finalSetupViolations 0 \
    netlist-cell-type-count 39 \
    cts_resized 0 \
    p_leak_nw 1.06 \
    yosys_warnings 1 \
    netlist_instances 259 \
    cp.required_ns 5.53 \
    cpPeakStageDelay_ns 0.44 \
    crit_path_max_fanout 19 \
    worstSetupStartpointType "flip-flop" \
    diodes 0 \
    maxCapViolCount 0 \
    yosysChipArea_um2 2240 \
    grt_pass1_wl_um 7940 \
    drtIter0Drc 72 \
    min_period_over_period 0.651 \
    tns_ns 0 \
    grt_setup_unrepaired "false" \
    cts_made_buffers 5 \
    hold_end "local_counter[0]" \
    die_area_um2 7830 \
    worst_slack_ns 1.85 \
    fp_util 0.309 \
    hold_violations 0 \
    slew_violations 0 \
    die_h_um 88.5 \
    numPlacedInstances 366 \
    hold-worst-slack_ns 0.437 \
    drive_above_1_share 0.0691 \
    hp-class "reg -> reg" \
    postRouteAntennaNets 0 \
    cts_tree "yes" \
    min_from "local_counter[0]" \
    avgSynthCellArea_um2 8.66 \
    dpl.hpwl_um 3200 \
    drc_errors 0 \
    lay_top_count "nor2_1" \
    grt.total_usage 0.130 \
    run_status "finished clean" \
    arrival_ns 3.68 \
    grt_start_max_net_pins 40 \
    finalWeightedCongestion 0.813 \
    clock-sinks 37 \
    grt_pass1_vias 1755 \
    holdBufCountCts 0 \
    crit_chain "ha_1 -> nand3_2 -> or3_1 -> nor2_1 -> xor2_1 -> ha_1 -> nand4_1 -> nor3_1 -> nor3_1 -> o211ai_4 -> nor3_4 -> a221o_1" \
    h-tree-depth 2 \
    wl_per_cell_um 11.9 \
    ios 21 \
    worst_slew_pin_slew_ns 0.828 \
    post-route-min-period_ns 3.45 \
    rows 31 \
    r2r_slack_ns 1.85 \
    max_freq_mhz 290 \
    root_buffer "clkbuf_8" \
    slew_headroom 0.447 \
    path_clk_slew_ns 0.08 \
    die_w_um 88.5 \
    clk_latency_ns 0.29 \
    area_growth_pct 16.1 \
    warning_count 25 \
    rr_startpoint "sync_counter[0]" \
    port_buffers 20 \
    syn_area_um2 2240 \
]
==> registers in the layout, indices dropped and copies added, names as in the netlist <==
signal                 count
mod_enable_saved           1
mod                        1
local_counter              2
state                      1
sync_counter              16
mod_half_period_saved     16
==> critical path, delay by kind of cell (launching register included) <==
kind | cells | cell delay (ns)
compound gates | 2 | 0.50
xor+xnor | 1 | 0.18
fa+ha+maj | 2 | 0.55
flops | 1 | 0.43
simple gates | 7 | 1.73
==> how the worst max path moves through the flow <==
stage,startpoint,endpoint,slack [ns],depth (start not counted)
5_1_grt,sync_counter[0],sync_counter[3],1.54,12
6_report,sync_counter[0],sync_counter[11],1.85,12
4_1_cts,sync_counter[0],sync_counter[11],1.82,12
==> through the flow <==
step	area (µm²)	total power, mW	util
after floorplan	2240	0.366	-
after global placement	2500	0.392	0.345
after detailed placement	2500	0.393	0.345
after CTS	2610	0.610	0.359
after global routing	2610	0.639	0.359
final	2610	0.603	0.359
==> where the power goes <==
part | switching (mW) | internal [mW] | total [mW]
registers | 0.0101 | 0.290 | 0.300
logic | 0.0455 | 0.0407 | 0.0862
clock network | 0.0992 | 0.118 | 0.217
total | 0.155 | 0.448 | 0.603
==> cells in the mapped netlist, types with 2 or more instances <==
| cell type | n | share of area |
|---|---|---|
| nor2_1 | 40 | 0.067 |
| dfxtp_1 | 37 | 0.33 |
| nand2_1 | 24 | 0.040 |
| mux2i_1 | 18 | 0.080 |
| inv_1 | 17 | 0.028 |
| ha_1 | 16 | 0.089 |
| nor3_1 | 14 | 0.031 |
| a221o_1 | 11 | 0.049 |
| xnor2_1 | 10 | 0.039 |
| buf_2 | 9 | 0.020 |
| a21oi_1 | 6 | 0.013 |
| xor2_1 | 5 | 0.020 |
| nand2b_1 | 4 | 0.011 |
| nand4_1 | 4 | 0.011 |
| nor4_1 | 4 | 0.011 |
| buf_1 | 3 | 0.0050 |
| nand3_2 | 3 | 0.013 |
| nor4b_1 | 3 | 0.012 |
| o21ai_0 | 3 | 0.0067 |
| or3_1 | 3 | 0.0084 |
| a211oi_1 | 2 | 0.0067 |
| a31oi_1 | 2 | 0.0056 |
| buf_6 | 2 | 0.010 |
| nor2b_1 | 2 | 0.0056 |
| nor3_4 | 2 | 0.015 |
| or3b_1 | 2 | 0.0078 |
==> cell families (layout without fill, tap and decap cells) <==
| family | count (synthesis) | after routing | share of synthesized area |
|---|---|---|---|
| buf+inv | 32 | 48 | 0.0652 |
| simple gates | 109 | 109 | 0.258 |
| fa+ha+maj | 16 | 16 | 0.0892 |
| xor+xnor | 15 | 15 | 0.0586 |
| mux | 18 | 18 | 0.0803 |
| flops | 37 | 37 | 0.330 |
| compound gates | 32 | 32 | 0.118 |
==> metal layers <==
layer | part of all wire | global-route usage | vias up
li1 | - | - | 947
met1 | 0.51 | 0.188 | 785
met2 | 0.44 | 0.210 | 16
met3 | 0.030 | 0.0246 | 9
met4 | 0.018 | 0.0205 | 0
met5 | 0 | 0 | -
==> area by class of cell <==
| class | count | area (µm²) | area share |
|---|---|---|---|
| sequential | 37 | 741 | 0.284 |
| timing repair buffer | 22 | 215 | 0.0826 |
| tap | 99 | 124 | 0.0476 |
| clock buffer | 7 | 96.3 | 0.0370 |
| clock inverter | 1 | 5.00 | 0.00192 |
| inverter | 18 | 67.6 | 0.0259 |
| multi-input combinational | 190 | 1360 | 0.521 |
Power is estimated from default activity; no workload was simulated.
